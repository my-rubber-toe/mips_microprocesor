--- design.v ---
module muxD (output reg [31:0] result, input s, input [31:0] zero, one);
  always @(s,zero, one)
    if (s == 0) begin
      result = zero;
    end else begin
      result = one;
    end
endmodule
--- run.sh ---
#!/bin/bash
# OpenROAD 26Q1-2900-gdf79404cd8, Yosys 0.63+post, stock flow scripts
make -C /OpenROAD-flow-scripts/flow DESIGN_CONFIG=/design/flow/config.mk WORK_HOME=/design/flow/orfs finish
--- config.mk ---
export PLATFORM = sky130hd
export DESIGN_NAME = muxD
export DESIGN_NICKNAME = muxD
export VERILOG_FILES = /design/flow/design.v
export SDC_FILE = /design/flow/constraint.sdc
export NUM_CORES = 4
export LEC_CHECK = 1
export CORE_AREA = 10 10 70 70
export DIE_AREA = 0 0 80 80
--- constraint.sdc ---
current_design muxD

set clk_period 1.0
set clk_io_pct 0.2

create_clock -name clk0 -period $clk_period

set non_clock_inputs [all_inputs -no_clocks]
set_input_delay [expr $clk_period * $clk_io_pct] -clock clk0 $non_clock_inputs
set_output_delay [expr $clk_period * $clk_io_pct] -clock clk0 [all_outputs]
==> impl_report.txt <==
=== SYNTHESIS / PLACE & ROUTE SUMMARY ===
----------------------------------------------------
[Finish]
  Flop area ........................ 0 sq um
  Count of sequential standard cells ........................ 0
  Share of final-layout standard cells stronger than drive strength 1 ........................ 0.5294
  Finished layout cell area ........................ approximately 1600 sq um
  # clk buffers ........................ 0
  Syn-to-layout area delta ........................ 187.6%

[STA]
  Ratio of final minimum period to clock period ........................ 1.182
  Final worst path period need ........................ between 1 and 1.5 ns
  Final setup fails ........................ 32
  Worst Hold Slack ........................ 0.6976 ns
  Total count of hold-check failures in the final report ........................ 0
  Max Slew Vio Count ........................ 0
  Worst setup margin ........................ -0.1824 ns
  Final-layout setup total negative slack ........................ -2.754 ns
  Unrepaired setup endpoints after global routing ........................ true
  Slew headroom ........................ 0.9460
  Fmax ........................ approximately 0.85 GHz
  Slew at the pin closest to its max-slew limit ........................ ~0.081 ns

[Global routing]
  Maximum number of pins on one net before global-route repair ........................ 10
  Overall Global Routing Usage ........................ 0.07735
  Final global-route overflow total ........................ 0
  Number of antenna violations at the first check in global routing ........................ 0
  Wire length of the first global-routing pass ........................ 4.064 mm
  Vias in the first global route ........................ about 760

[Synthesis]
  Number of distinct library cell variants in the gate-level netlist after synthesis ........................ 4
  Synthesized instance count ........................ 36
  Sequential element share of the synthesized area ........................ 0
  Cell area after technology mapping ........................ approximately 540 sq um
  Chip area in the Yosys report ........................ approximately 540 sq um
  Cell type with the largest total area ........................ sky130_fd_sc_hd__mux2_4
  Area share of the largest cell type after synthesis ........................ 0.8276
  Number of warnings issued by yosys ........................ 1
  Cells in synth_stat.txt ........................ 36
  Post-synth area hogs ........................ sky130_fd_sc_hd__mux2_4 83%, sky130_fd_sc_hd__buf_12 11%, sky130_fd_sc_hd__mux2_2 4.1%
  Syn Area/Cell ........................ 15.12 sq um

[Setup path]
  Critical path depth in cells ........................ 5
  Crit path kind ........................ primary input to output port
  Launching element type of the critical path ........................ primary input
  Max stage delay cell, worst path ........................ sky130_fd_sc_hd__mux2_4
  Cell repeated most along the worst path ........................ sky130_fd_sc_hd__buf_12
  Cells traversed along the worst timing path ........................ buf_12 -> buf_12 -> buf_4 -> mux2_4 -> buf_6
  Crit path required time ........................ about 0.80 ns
  Kind of capture point of the worst setup path ........................ output port
  CP endpoint ........................ result[3]
  Total buffers and inverters traversed by the critical path ........................ 4
  Gate family responsible for the most delay along the worst path ........................ buffers and inverters
  Maximum fanout encountered on the critical timing path ........................ 6
  Start point of the critical path ........................ s
  Largest stage delay, worst path ........................ 0.29 ns
  Worst Path Arrival ........................ about 0.98 ns

[Route]
  DR vias/cell ........................ around 3.8
  Final wirelength ........................ between 2 and 3 mm
  Number of remaining DRC errors ........................ 0
  Initial DRC Count ........................ 1
  Total antenna diodes in the routed design ........................ 0
  Post-DR wirelength/cell ........................ 14.90 microns
  Count of TritonRoute iterations in the first routing pass ........................ 2
  Vias after detailed routing ........................ 692
  Final antenna-violating net count ........................ 0

[Die]
  Vertical die dimension ........................ 80 microns
  Boundary Pins ........................ between 90 and 100
  Area of the core region ........................ roughly 3400 sq um
  Starting utilization of the core area ........................ 0.1593
  Num rows ........................ 21
  Die width ........................ roughly 80 microns
  DIE AREA ........................ 6400 sq um

[Min path]
  Worst hold start ........................ zero[1]
  Type of the most critical hold path ........................ primary input to output port
  Cell depth of the worst min-delay path ........................ 3

[Placed design]
  Half-perimeter wire length of the detailed placement result ........................ about 2.4 mm
  Placed cell areas ........................ between 1500 and 2000 sq um
  Port Buffers ........................ between 90 and 100
  Routability congestion estimate from global placement ........................ between 0.7 and 0.8

[Pwr]
  Lkg Pwr ........................ between 0.8 and 0.9 nW
  VDD IR max ........................ around 0.14 mV
  Pwr dens ........................ slightly below 400 nW/um^2
  Share of total power in the clock network ........................ 0
  Internal Power ........................ roughly 0.00048 W
  Switching power as a share of total power ........................ 0.2180
  Sequential cell fraction of total power ........................ 0
  Logic gate share of total power ........................ 1.000
  Reported net switching power ........................ around 0.00013 W

[Job]
  Max-cap violations ........................ 0
  Count of tool warnings ........................ 34

[Run status]
  Outcome ........................ finished with violations
  Violations in the final reports ........................ setup timing

----------------------------------------------------
[cells in the mapped netlist]
| master | instances |
|---|---|
| sky130_fd_sc_hd__buf_12 | 3 |
| sky130_fd_sc_hd__buf_6 | 1 |
| sky130_fd_sc_hd__mux2_2 | 2 |
| sky130_fd_sc_hd__mux2_4 | 30 |
[kinds of logic (layout without fill, tap and decap cells)]
group,Yosys count,count (layout),share of synthesized area
mux,32,32,0.8690
buf+inv,4,104,0.1310
[worst min-delay path by stage]
stage	to	slack, ns
after CTS	result[24]	0.80
after global routing	result[1]	0.72
final	result[1]	0.70
[stage by stage]
step	util	total power [W]	setup WS (ns)	cells
after floorplan	-	0.0002063	0.06690	36
after global placement	0.4498	0.0006538	-0.4943	177
after detailed placement	0.4498	0.0006591	-0.5017	177
after CTS	0.4432	0.0006032	-0.1879	182
after global routing	0.4582	0.0006593	-0.2058	182
final	0.4582	0.0006162	-0.1824	182
[power groups by stage]
stage	registers, W	clock network, W	logic (W)
after CTS	0	0	0.000603
after global routing	0	0	0.000659
final	0	0	0.000616
[layout by cell type, fill, tap and decap left out, drive strengths merged]
cell / n
dlygate4sd2: 55
mux2: 32
clkdlybuf4s50: 6
buf: 40
dlymetal6s2s: 3
[per-layer routing]
metal | GRT usage | share of wire | up-vias
li1 | - | - | 338
met1 | 0.09163 | 0.40 | 303
met2 | 0.1356 | 0.49 | 51
met3 | 0.03068 | 0.12 | 0
met4 | 0 | 0 | 0
met5 | 0 | 0 | -
[repair_timing]
action                                  in CTS  in global routing
cloned                                       2                  0
buffers inserted                             3                  0
hold buffers                                 0                  0
endpoints found under the setup margin      32                 32
gates resized                              174                 10
[final cells by class]
type / instances / area (sq um)
fillers: 343 / 1851
multi-input cells: 32 / 480.5
well taps: 46 / 57.56
repair buffers: 104 / 1027
No activity file was given, so power comes from the tool's default toggle rates.
