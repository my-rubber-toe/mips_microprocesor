### flow/config.mk
export PLATFORM = sky130hd
export DESIGN_NAME = muxC
export DESIGN_NICKNAME = muxC
export VERILOG_FILES = /design/flow/design.v
export SDC_FILE = /design/flow/constraint.sdc
export NUM_CORES = 4
export LEC_CHECK = 1
export CORE_AREA = 10 10 70 70
export DIE_AREA = 0 0 80 80
### flow/constraint.sdc
current_design muxC

set clk_period 1.0
set clk_io_pct 0.2

create_clock -name clk0 -period $clk_period

set non_clock_inputs [all_inputs -no_clocks]
set_input_delay [expr $clk_period * $clk_io_pct] -clock clk0 $non_clock_inputs
set_output_delay [expr $clk_period * $clk_io_pct] -clock clk0 [all_outputs]
### flow/design.v
module muxC (output reg [31:0] result, input s, input [31:0] zero, one);
  always @(s,zero, one)
    if (s == 0) begin
      result = zero;
    end else begin
      result = one;
    end
endmodule
### flow/run.sh
#!/bin/bash
# OpenROAD 26Q1-2900-gdf79404cd8, Yosys 0.63+post, stock flow scripts
make -C /OpenROAD-flow-scripts/flow DESIGN_CONFIG=/design/flow/config.mk WORK_HOME=/design/flow/orfs finish
==> Implementation_results.wiki <==
== Run summary ==
{| class="wikitable"
! Metric !! Value
|-
| Peak-usage layer in the global routing report || met2
|-
| Switching Share || 0.218
|-
| GR Layer Usage met1 || 0.0916
|-
| CP Data Required Time || 800 ps
|-
| CP endpoint kind || output pin
|-
| Wire length of the first global-routing pass || 4.06 mm
|-
| Synthesized netlist cell count || 36
|-
| Synthesized chip area reported by yosys || 544 um2
|-
| Vert. Die Dim || 80 um
|-
| Vias per Instance || 3.80
|-
| Pin count of the biggest net entering global routing || 10
|-
| Placement row count || 21
|-
| Seq Cell Count || 0
|-
| Share of the cycle needed by the critical path after routing || 1.18
|-
| Total detailed-routing wirelength || 2.71 mm
|-
| Ports placed on the boundary || 97
|-
| Crit path max-delay cell type || sky130_fd_sc_hd__mux2_4
|-
| Run status || finished, violations left
|-
| Sequential power share || 0
|-
| Type of the worst setup path || input pin to output pin
|-
| Most common cell on crit path || sky130_fd_sc_hd__buf_12
|-
| Number of nets still failing antenna checks after routing || 0
|-
| Depth of the worst hold-timing path || 3
|-
| Via Count || 692
|-
| Accumulated negative setup slack || -2750 ps
|-
| Fraction of power consumed by the clock network || 0
|-
| DRC violation count after routing || 0
|-
| Actual slew at the worst max-slew pin || 80.9 ps
|-
| Combined global-route utilization of all metal layers || 0.0773
|-
| Time the final worst path needs with I/O delays and setup || 1180 ps
|-
| Final setup slack of the worst path || -182 ps
|-
| Crit path depth || 5
|-
| Detailed Place HPWL || 2.41 mm
|-
| Share of the core filled by cells before placement || 0.159
|-
| Max_slew headroom || 0.946
|-
| Number of clock-tree buffers in the layout || 0
|-
| Die Outline Area || 6400 um2
|-
| Number of antenna violations at the first check in global routing || 0
|-
| Area fraction of the dominant cell type after synthesis || 0.828
|-
| Violated checks || negative setup slack
|-
| Cell family contributing the most delay on the critical path || buffers and inverters
|-
| Setup repair after global routing missed its margin || yes
|-
| Switching power || 0.134 mW
|-
| Tightest Hold Check Type || input pin to output pin
|-
| Logic area || 480 um2
|-
| Total core area || 3420 um2
|-
| Grt met3 use || 0.0307
|-
| Layout overhead on the synthesized area || 188%
|-
| Tally of max-capacitance violations || 0
|-
| Worst-path cell chain || buf_12 > buf_12 > buf_4 > mux2_4 > buf_6
|-
| Final-report max-slew violation count || 0
|-
| Antenna diode count || 0
|-
| Startpoint kind of the worst setup timing path || input pin
|-
| Count of tool warnings || 34
|-
| Count of cell types in the netlist || 4
|-
| Combinational power share || 1.000
|-
| Chip width || 80 um
|-
| Placed instance area || 1540 um2
|-
| Max Fclk || 846 MHz
|-
| Summed area of non-filler cells in the final layout || 1570 um2
|-
| Vias in the first global route || 756
|-
| Biggest area cells || sky130_fd_sc_hd__mux2_4, sky130_fd_sc_hd__buf_12, sky130_fd_sc_hd__mux2_2, sky130_fd_sc_hd__buf_6
|-
| CP max stage delay || 290 ps
|-
| Mapped cell area || 544 um2
|-
| Sequential element share of the synthesized area || 0
|-
| DR pass1 iterations || 2
|-
| Mean routed wirelength per cell || 14.9 um
|-
| DP Worst Slack || -502 ps
|-
| CP arrival || 980 ps
|-
| Buffers & Inverters on Critical Path || 4
|-
| Hold Fails Final Rpt || 0
|-
| Cell type with the largest total area || sky130_fd_sc_hd__mux2_4
|-
| Maximum VDD drop || 0.145 mV
|-
| P_leak || 0.860 nW
|-
| Port Buffer Count || 97
|-
| Yosys warns || 1
|-
| Fraction of final layout cells with drive strength greater than 1 || 0.529
|-
| Iteration-0 DRC Markers || 1
|-
| Internal cell power || 0.482 mW
|-
| Routability Congestion || 0.788
|-
| Setup violators final || 32
|-
| Cell total in the yosys stat output || 36
|-
| Routing usage on met2 || 0.136
|-
| Congestion Overflow GR || 0
|-
| Total power per unit cell area || 394 nW/um2
|-
| Synthesized area divided by synthesized cell count || 15.1 um2
|-
| Seq. cell area || 0 um2
|-
| Number of filler instances in the final layout || 343
|-
| Maximum fanout count along the critical path || 6
|}
cell usage in the layout, fill, tap and decap left out, drive strengths merged:
| master | instances |
|---|---|
| buf | 40 |
| dlygate4sd2 | 55 |
| dlymetal6s2s | 3 |
| clkdlybuf4s50 | 6 |
| mux2 | 32 |
cell type report:
class,count,area share
Timing Repair Buffer,104,0.656
Tap cell,46,0.0368
Multi-Input combinational cell,32,0.307
repair_timing:
action	4_1_cts	5_1_grt
endpoints found under the setup margin	32	32
hold buffers	0	0
gates resized	174	10
buffers inserted	3	0
cloned	2	0
kinds of logic (layout without fill, tap and decap cells):
family / count (synthesis) / after routing / share of synthesized area
muxes: 32 / 32 / 0.869
buffers and inverters: 4 / 104 / 0.131
worst paths after layout:
path / start / to
setup / recovery: s / result[3]
hold / removal: zero[1] / result[1]
power by group through the flow:
stage	clock network (mW)	registers [mW]	logic, mW
4_1_cts	0	0	0.603
5_1_grt	0	0	0.659
6_report	0	0	0.616
stage by stage:
step,hold slack [ps],power (mW),utilization,instances
final,698,0.616,0.458,182
after global placement,1340,0.654,0.450,177
after global routing,723,0.659,0.458,182
after CTS,798,0.603,0.443,182
after detailed placement,1340,0.659,0.450,177
after floorplan,498,0.206,-,36
synth_stat cells:
| master | instances |
|---|---|
| sky130_fd_sc_hd__buf_12 | 3 |
| sky130_fd_sc_hd__mux2_4 | 30 |
| sky130_fd_sc_hd__buf_6 | 1 |
| sky130_fd_sc_hd__mux2_2 | 2 |
per-layer routing:
metal	vias up	share of wire	routed length (um)
li1	338	-	-
met1	303	0.40	1070
met2	51	0.49	1330
met3	0	0.12	313
met4	0	0	0
met5	-	0	0
Power and IR drop assume default switching activity.
