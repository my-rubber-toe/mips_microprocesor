**flow/design.v**
```verilog
module muxE (output reg [31:0] result, input s, input [31:0] zero, one);
  always @(s,zero, one)
    if (s == 0) begin
      result = zero;
    end else begin
      result = one;
    end
endmodule
```
**flow/run.sh**
```bash
#!/bin/bash
# OpenROAD 26Q1-2900-gdf79404cd8, Yosys 0.63+post, stock flow scripts
make -C /OpenROAD-flow-scripts/flow DESIGN_CONFIG=/design/flow/config.mk WORK_HOME=/design/flow/orfs finish
```
**flow/config.mk**
```make
export PLATFORM = sky130hd
export DESIGN_NAME = muxE
export DESIGN_NICKNAME = muxE
export VERILOG_FILES = /design/flow/design.v
export SDC_FILE = /design/flow/constraint.sdc
export NUM_CORES = 4
export LEC_CHECK = 1
export CORE_AREA = 10 10 70 70
export DIE_AREA = 0 0 80 80
```
**flow/constraint.sdc**
```tcl
current_design muxE

set clk_period 1.0
set clk_io_pct 0.2

create_clock -name clk0 -period $clk_period

set non_clock_inputs [all_inputs -no_clocks]
set_input_delay [expr $clk_period * $clk_io_pct] -clock clk0 $non_clock_inputs
set_output_delay [expr $clk_period * $clk_io_pct] -clock clk0 [all_outputs]
```
==> run summary <==
Main metrics from the flow reports.

The flow ran to the end, but the final reports show violations. The checks that failed: negative setup slack. The initial antenna violation count is 0. The total overflow left after global routing is 0. In the Yosys report, the sequential cells make up 0% of the chip area. For this design, Yosys synthesis ends with a cell count of 36. Dividing the final minimum period by the clock period gives 118%.

The data arrival time of the critical path came out at 0.98 ns. Max-cap violations in this run came to 0. Setup slack on the worst path after placement came out at -0.502 ns.

Sequential cells placed in the final layout were counted as 0. The number of max-slew violations in the final report came out at 0. The pin count of the biggest net entering global routing came out at 10. The post-DP HPWL came out at 2410 um. The wire length of the first global-routing pass is 4060 um. The total iterations of the first detailed-routing run came out at 2. The area growth from synthesis to final layout is 188%. Before placement the cells fill 15.9% of the core. The total die size is 0.00640 mm2.

The total power after layout came out at 0.000616 W. The largest fanout on the critical path is 6. The synthesis report lists the most area-consuming cells as sky130_fd_sc_hd__mux2_4 (83%), sky130_fd_sc_hd__buf_12 (11%), sky130_fd_sc_hd__mux2_2 (4.1%), sky130_fd_sc_hd__buf_6 (2.1%). The die extent in x is 80 um. The global-route usage over all layers is 7.73%. Endpoints failing hold in the final report were tallied at 0. In this build the clock could be raised as far as 846 MHz. The actual slew at the worst max-slew pin is 0.0809 ns. Cells with a size suffix above 1 make up 52.9% of the layout. The tool warning count came out at 34. The Yosys chip area came out at 544 um2. Setup repair after global routing could not meet its margin everywhere. The final estimated routing congestion in global placement came out at 0.788. Per the OpenROAD power report, leakage power amounts to 0.860 nW. The number of setup violations in the final report came out at 32. The final timing report derives a shortest allowable period of 1.18 ns.

The slack of the critical path is -0.182 ns. The final routed wire length divided by cell count is 14.9 um. The summed instance area of the synthesized netlist is 544 um2.

The warning tally printed by Yosys for this design is 1. The launch point of the critical path is s. The port buffer count came out at 97. The commonest non-fill, non-tap cell in the layout is sky130_fd_sc_hd__dlygate4sd2_1. The register area came out at 0 um2. The number of library cell types mapped by synthesis is 4. The final cell utilization of the core is 45.8%.

The library cell occupying the most area in the post-synthesis netlist is sky130_fd_sc_hd__mux2_4. In the synthesized netlist, the number of instances is 36. The post-cts hold buffer count came out at 0. The standard-cell row count came out at 21. The via count of the first global-routing pass was 756.

The layout clock buffer count is 0. The worst setup path is of the input pin to primary output kind. The post-route DRC violation count came out at 0.

The residual antenna-violating net count after detailed routing is 0. The per-cell via count in the routed design came out at 3.80. Per STA, the endpoint of the critical path is result[3]. The min-delay analysis places its worst path in the category input pin to primary output. The library cells used most frequently in the layout, excluding fill and tap cells, are sky130_fd_sc_hd__dlygate4sd2_1 (55), sky130_fd_sc_hd__mux2_4 (32), sky130_fd_sc_hd__buf_6 (22), sky130_fd_sc_hd__buf_2 (10), sky130_fd_sc_hd__clkdlybuf4s50_1 (6).

The combinational cell area excluding buffers and inverters is 480 um2. Per the log, the first TritonRoute iteration ended with a DRC count of 1. The smallest hold slack is 0.698 ns.

The worst setup path is captured at a primary output. The core footprint came out at 0.00342 mm2. The final wirelength came out at 2710 um. The vias after detailed routing is 692. The power per standard cell area is 394 mW/mm2. The worst setup path is launched from an input pin. The worst-case headroom to the max-slew limit came out at 94.6%. The vertical die size came out at 80 um.

The total inserted antenna cells is 0. The share of the synthesized area in the top cell type is 82.8%. The post-synthesis area per instance came out at 15.1 um2. The required arrival time at the worst endpoint came out at 0.80 ns. Counting the fill cells in the layout gives 343. The floorplan report gives the top-level pin count as 97. The peak supply drop came out at 0.145 mV.
-- power breakdown --
part | leakage, nW | total, W | internal, W | switching (W)
sequential | 0 | 0 | 0 | 0
combinational | 0.860 | 0.000616 | 0.000482 | 0.000134
clock | 0 | 0 | 0 | 0
total | 0.860 | 0.000616 | 0.000482 | 0.000134
-- worst max-delay path, cell delays in order --
cell and delay [ns]:
sky130_fd_sc_hd__buf_12 0.12, sky130_fd_sc_hd__buf_12 0.13, sky130_fd_sc_hd__buf_4 0.13, sky130_fd_sc_hd__mux2_4 0.29, sky130_fd_sc_hd__buf_6 0.11
-- per-layer routing --
metal	vias to the layer above	wire length [um]	global-route usage (%)
met4	0	0	0
met5	-	0	0
met1	303	1070	9.16
li1	338	-	-
met2	51	1330	13.6
met3	0	313	3.07
-- cell families after synthesis --
family,Yosys count,share of synthesized area (%)
buffers and inverters,4,13.1
muxes,32,86.9
-- stage by stage --
stage / TNS [ns] / std cells / cell area [um2]
floorplan: 0 / 36 / 544
global placement: -15.29 / 177 / 1540
detailed placement: -15.38 / 177 / 1540
CTS: -2.94 / 182 / 1510
global route: -3.31 / 182 / 1570
finish: -2.75 / 182 / 1570
-- cell usage after synthesis --
| library cell | n |
|---|---|
| sky130_fd_sc_hd__buf_12 | 3 |
| sky130_fd_sc_hd__buf_6 | 1 |
| sky130_fd_sc_hd__mux2_2 | 2 |
| sky130_fd_sc_hd__mux2_4 | 30 |
-- area by class of cell --
cell class	count	area share, %
repair buffers	104	65.6
multi-input cells	32	30.7
well taps	46	3.68
-- worst min path at each step --
stage | startpoint | end | slack (ns) | cells past startpoint
CTS | zero[24] | result[24] | 0.80 | 3
global route | zero[1] | result[1] | 0.72 | 3
finish | zero[1] | result[1] | 0.70 | 3
-- repair_timing --
item,4_1_cts,5_1_grt
gates cloned,2,0
setup endpoints to repair,32,32
buffers inserted,3,0
gates resized,174,10
hold endpoints to repair,0,0
Power figures rest on the tool's default switching activity, not on a simulated workload.
